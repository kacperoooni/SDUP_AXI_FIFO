<file path="flow/design.v">
`timescale 1ns / 1ps
module AXI_FIFO#(
    parameter FIFO_WIDTH = 2,
    parameter FIFO_DEPTH = 10
    )                        
    (
    input  logic aclk,
	input  logic rst,
    input  logic iAXI_aclk,
    input  logic [8*FIFO_WIDTH-1:0] iAXI_data,
    input  logic iAXI_valid,
    output logic iAXI_ready,
    input  logic iAXI_tuser,
    output logic oAXI_aclk,
    output logic [8*FIFO_WIDTH-1:0] oAXI_data,
    output logic oAXI_valid,
    input  logic oAXI_ready
    );
    enum {INIT, IDLE, WRITE, READ, READ_2, state2} currState;
    enum {INIT_iAXI, RESET_iAXI, IDLE_iAXI, FIFOACCEPT_iAXI} currState_iAXI, nextState_iAXI;
    enum {INIT_oAXI, RESET_oAXI, IDLE_oAXI, FIFOACCEPT_oAXI, FIFOWAITACCEPT_oAXI} currState_oAXI, nextState_oAXI;    
    logic [8*FIFO_WIDTH-1:0] FIFO [FIFO_DEPTH-1:0];
    logic [8*FIFO_WIDTH-1:0] FIFO_input_buff, FIFO_input_buff_nxt;
    logic [8*FIFO_WIDTH-1:0] FIFO_output_buff;
    logic fifo_full;
    logic fifo_empty;
    logic fifo_write_rdy;
    logic fifo_write_done;
    logic fifo_read_rdy;
    logic fifo_read_done;
    logic [7:0] data_iterator;
    logic [7:0] FIFO_elements;
    logic [7:0] FIFO_iterator;
    assign oAXI_aclk = aclk;
    always_ff@(posedge aclk)
    begin
        case(currState) 
        INIT:
        begin
           FIFO_elements <= 0;
           fifo_write_done <= 0;
           fifo_full <= 0;
           fifo_empty <= 0;
           fifo_read_done <= 0;
           currState <= IDLE;
        end
        IDLE:
        begin
            fifo_write_done <= 0;
            fifo_read_done <= 0;
            if(FIFO_elements == FIFO_DEPTH)
                fifo_full <= 1;
            else if(FIFO_elements == 0)
                fifo_empty <= 1;
            else
                begin
                fifo_empty <= 0;
                fifo_full <= 0;
                end
            if(fifo_read_rdy == 1)
            begin
                currState <= READ;    
            end
            else if(fifo_write_rdy == 1)
            begin
                currState <= WRITE;    
            end
            else
            begin
                currState <= IDLE;
            end
        end
        READ:
        begin
            FIFO_output_buff <= FIFO[FIFO_elements-1];  
            FIFO[FIFO_elements-1] <= 0;
            FIFO_elements <= FIFO_elements-1;
            fifo_read_done <= 1;
            currState <= IDLE;
        end
        WRITE:
        begin
            for(FIFO_iterator = 0; FIFO_iterator < (FIFO_DEPTH-1); FIFO_iterator = FIFO_iterator+1)
            begin
                FIFO[(FIFO_DEPTH-1)-FIFO_iterator] = FIFO[(FIFO_DEPTH-1)-(FIFO_iterator+1)];
            end
            FIFO[0] <= FIFO_input_buff;
            FIFO_elements <= FIFO_elements+1;
            fifo_write_done <= 1;
            currState <= IDLE;
        end
        default:
            begin
            currState <= INIT;
            end
        endcase
    end
    always_comb 
    begin
        FIFO_input_buff_nxt = 0;
        iAXI_ready = 0;
        fifo_write_rdy = 0;
        nextState_iAXI = INIT_iAXI; 
        case(currState_iAXI) 
        INIT_iAXI:
            begin
              nextState_iAXI = IDLE_iAXI;
            end
        IDLE_iAXI:
            begin
            if(fifo_full == 1)
                begin
                nextState_iAXI = IDLE_iAXI;
                iAXI_ready = 0;
                end
            else if ((fifo_full == 0) && (iAXI_valid == 1)) 
                begin
                nextState_iAXI = FIFOACCEPT_iAXI;
                iAXI_ready = 1;
                FIFO_input_buff_nxt = iAXI_data;
                end  
            else
                begin
                nextState_iAXI = IDLE_iAXI;
                iAXI_ready = 1;
                end
            end
        FIFOACCEPT_iAXI:
            begin
                iAXI_ready = 0;
                fifo_write_rdy = 1;
                FIFO_input_buff_nxt = FIFO_input_buff;
                if(fifo_write_done == 1)
                    begin
                    fifo_write_rdy = 0;
                    nextState_iAXI = IDLE_iAXI;
                    end
                else
                    begin
                    nextState_iAXI = FIFOACCEPT_iAXI;
                    end
            end
        endcase
    end
    always_ff @(posedge iAXI_aclk) 
    begin
        currState_iAXI <= nextState_iAXI;
        FIFO_input_buff <= FIFO_input_buff_nxt;
    end
    always_comb 
    begin
        fifo_read_rdy = 0;
        oAXI_valid = 0;
        oAXI_data = 0;
        nextState_oAXI = INIT_oAXI;
        case(currState_oAXI) 
        INIT_iAXI:
            begin
            fifo_read_rdy = 0;
            oAXI_valid = 0;
            oAXI_data = 0;
            nextState_oAXI = IDLE_oAXI;
            end
        IDLE_oAXI:
            begin
            oAXI_valid = 0;
            if((oAXI_ready == 1) && (fifo_empty == 0))
                begin
                fifo_read_rdy = 1;
                nextState_oAXI = FIFOWAITACCEPT_oAXI;
                end
            else
                begin
                nextState_oAXI = IDLE_oAXI;
                end
            end
        FIFOWAITACCEPT_oAXI:
            begin
            if(fifo_read_done == 1)
                begin
                fifo_read_rdy = 0;
                nextState_oAXI = FIFOACCEPT_oAXI;
                end
            else
                begin
                nextState_oAXI = FIFOWAITACCEPT_oAXI;
                end
            end
        FIFOACCEPT_oAXI:
            begin
                oAXI_data = FIFO_output_buff;
                oAXI_valid = 1;
                if(oAXI_ready == 1)
                    begin
                    nextState_oAXI = IDLE_oAXI;
                    end
                else
                    begin
                    nextState_oAXI = FIFOACCEPT_oAXI;
                    end
            end
        endcase
    end
    always_ff @(posedge oAXI_aclk) 
    begin
       currState_oAXI <= nextState_oAXI;
    end
endmodule
</file>
<file path="flow/run.sh">
#!/bin/bash
# OpenROAD 26Q1-2900-gdf79404cd8, Yosys 0.63+post, stock flow scripts
make -C /OpenROAD-flow-scripts/flow DESIGN_CONFIG=/design/flow/config.mk WORK_HOME=/design/flow/orfs finish
</file>
<file path="flow/config.mk">
export PLATFORM = sky130hd
export DESIGN_NAME = AXI_FIFO
export DESIGN_NICKNAME = AXI_FIFO
export VERILOG_FILES = /design/flow/design.v
export SDC_FILE = /design/flow/constraint.sdc
export NUM_CORES = 4
export LEC_CHECK = 1
export CORE_UTILIZATION = 40
</file>
<file path="flow/constraint.sdc">
current_design AXI_FIFO

set clk_period 4.7
set clk_io_pct 0.2

create_clock -name clk0 -period $clk_period [get_ports {aclk}]
create_clock -name clk1 -period $clk_period [get_ports {iAXI_aclk}]

set non_clock_inputs [all_inputs -no_clocks]
set_input_delay [expr $clk_period * $clk_io_pct] -clock clk0 $non_clock_inputs
set_output_delay [expr $clk_period * $clk_io_pct] -clock clk0 [all_outputs]
</file>
==> flow_metrics.env <==
# implementation run metrics
export IMPL_outcome="finished clean"
export IMPL_grt_overflow=0
export IMPL_routed_wl_um=24060
export IMPL_r2r_setup_slack_ns=1.18
export IMPL_drt_iter0_drc=586
export IMPL_ys_cells=784
export IMPL_r2r_cells=7
export IMPL_worstSetupEndpointType="output pin"
export IMPL_num_antenna_cells=0
export IMPL_cts_resized_gates=0
export IMPL_crit_top_cell="clkbuf_16"
export IMPL_clk_pin_slew_ns=0.08
export IMPL_topCellsByArea="edfxtp_1 62%, and2_1 11%, a22oi_1 3.0%"
export IMPL_synthFlopType="edfxtp_1"
export IMPL_finalSetupViolCount=0
export IMPL_syn2layout_area_growth_pct=14.68
export IMPL_drv_slew=0
export IMPL_route_detailed_drc=0
export IMPL_common_cells="204 x edfxtp_1, 168 x and2_1, 53 x clkbuf_1"
export IMPL_layout_drive_gt1_share_pct=9.878
export IMPL_port_buffers=37
export IMPL_wire_per_inst_um=21.03
export IMPL_most_common_cell="edfxtp_1"
export IMPL_fp_utilization_pct=40.71
export IMPL_hold_depth=1
export IMPL_ir_drop_mv=0.4547
export IMPL_power_density_nw_per_um2=633.6
export IMPL_min_from="FIFO_input_buff[1]"
export IMPL_syn_avg_cell_area_um2=12.59
export IMPL_power_leakage_nw=4.014
export IMPL_hpwl_um=15900
export IMPL_antenna_found_initial=0
export IMPL_cp_max_fo=2
export IMPL_synth_cell_type_count=55
export IMPL_ys_seq_share_pct=63.48
export IMPL_dieArea_um2=25310
export IMPL_ff_latch_area_um2=6266
export IMPL_cp_required_ns=3.76
export IMPL_die_x_um=159.1
export IMPL_comb_area_um2=3318
export IMPL_rows=57
export IMPL_start_kind="clock port"
export IMPL_num_fill_cells=2132
export IMPL_gp_congestion=0.8809
export IMPL_synth_flops=211
export IMPL_final_antenna_net_count=0
export IMPL_warning_count=34
export IMPL_boundaryPins=41
export IMPL_worstMarginPinSlew_ns=0.7857
export IMPL_die_h_um=159.1
export IMPL_synth_edff_count=204
export IMPL_crit_chain="clkbuf_16 -> clkbuf_16 -> clkdlybuf4s50_1"
export IMPL_crit_path_top_delay_cell="clkdlybuf4s50_1"
export IMPL_rsz0062_at_grt="false"
export IMPL_crit_type="clk -> out"
export IMPL_critPathArrivalTime_ns=2.98
export IMPL_min_to="FIFO[0][1]"
export IMPL_relSlewSlack_pct=47.62
export IMPL_core_um2=24250
export IMPL_skew_ns=0.01247
export IMPL_top_cell_area_share_pct=62.06
export IMPL_maxCapViolCount=0
export IMPL_grtUsageTotal_pct=21.19
export IMPL_cts_setup_buffers=0
export IMPL_synth_cell_area_um2=9871
export IMPL_hold_viol=0
export IMPL_synthArstFlopShare_pct=0
export IMPL_top_area_cell="edfxtp_1"
export IMPL_critical_path_max_stage_delay_ns=0.39
export IMPL_syn_inst=784
export IMPL_cts_hold_buf=0
export IMPL_fin_area_um2=11320
export IMPL_setup_tns_ns=0
export IMPL_grt_max_degree=65
export IMPL_grt_pass1_wl_um=38160
export IMPL_hp_class="reg -> reg"
export IMPL_rr_endpoint="FIFO[8][6]"
export IMPL_yosysWarnings=2
export IMPL_placement_cell_area_um2=10550
export IMPL_yosysChipArea_um2=9871
export IMPL_viasPerCell=5.629
export IMPL_vias=6440
export IMPL_grt_pass1_vias=6614
export IMPL_first_pass_iters=5
export IMPL_cts_tree="built"
export IMPL_reg2reg_from="FIFO_elements[0]"
-- power breakdown --
group / internal, mW / switching, mW / total, mW
Clock: 1.01 / 0.787 / 1.79
Combinational: 0.825 / 1.54 / 2.36
Sequential: 2.72 / 0.298 / 3.01
Total: 4.55 / 2.62 / 7.17
-- cells by family (layout without fill, tap and decap cells) --
logic type	Yosys count	in the layout	synth area share (%)
simple gates	324	324	18.98
flops	211	211	63.48
compound gates	146	146	10.95
buf+inv	70	106	2.903
mux	21	21	2.396
fa+ha+maj	6	6	0.7605
xor+xnor	6	6	0.5325
-- flip-flops by register name, indices dropped and copies added (netlist names) --
register	cells
FIFO_elements	8
FIFO_output_buff	16
fifo_write_done	1
FIFO	160
fifo_empty	1
fifo_full	1
FIFO_input_buff	16
currState_iAXI	2
currState	2
fifo_read_done	1
currState_oAXI	3
-- critical path, delay by kind of cell --
family | cells | cell delay (ns)
buffers and inverters | 3 | 0.64
-- per-layer routing --
layer / routed length [µm] / global-route usage [%] / up-vias
met5: 0 / 0 / -
met4: 733 / 5.420 / 0
met3: 1471 / 6.486 / 38
met2: 11340 / 31.04 / 197
met1: 10520 / 33.27 / 3220
li1: - / - / 2985
-- per-stage QoR --
step                      worst slack, ns  util [%]  power [mW]  std cells  hold slack, ns
after floorplan                     1.236         -       4.566        784          0.3831
after global routing               0.7702     46.68       7.588       1144          0.2187
after CTS                          0.7687     46.68       7.208       1144          0.2071
after detailed placement            1.043     43.52       5.405       1105          0.3940
after global placement              1.043     43.52       5.390       1105          0.3929
final                              0.7785     46.68       7.172       1144          0.2240
-- final cells by class --
| class | count | area share [%] |
|---|---|---|
| clock buffer | 25 | 5.206 |
| clock inverter | 15 | 1.658 |
| inverter | 9 | 0.3095 |
| multi-input combinational | 503 | 29.31 |
| sequential | 211 | 55.36 |
| tap | 324 | 3.581 |
| timing repair buffer | 57 | 4.576 |
-- worst max-delay path by stage --
stage	start	to	slack, ns	cells after the start
CTS	aclk	oAXI_aclk	0.77	3
global route	aclk	oAXI_aclk	0.77	3
finish	aclk	oAXI_aclk	0.78	3
-- layout by cell type (no fill, tap or decap), types with 3 or more instances in the layout --
cell / Yosys / routed
edfxtp_1: 204 / 204
and2_1: 168 / 168
nand2_1: 50 / 50
a22oi_1: 40 / 40
clkdlybuf4s50_1: 0 / 37
and3_1: 35 / 35
clkbuf_16: 0 / 23
buf_4: 1 / 21
a21oi_1: 18 / 18
nor2_1: 14 / 14
mux2_2: 13 / 13
nand4_1: 13 / 13
a32oi_1: 11 / 11
o21ai_0: 10 / 10
nand3_1: 9 / 9
a222oi_1: 9 / 9
inv_1: 9 / 8
nor3_1: 7 / 7
o22ai_1: 7 / 7
a31oi_1: 7 / 7
o2bb2ai_1: 7 / 7
a21boi_1: 0 / 7
dfxtp_1: 7 / 7
nor2b_1: 6 / 6
a211oi_1: 6 / 6
mux2i_1: 6 / 6
ha_1: 6 / 6
a2111oi_0: 5 / 5
or2_2: 4 / 4
clkinv_8: 0 / 4
inv_8: 0 / 4
xnor2_1: 3 / 3
nand2b_1: 3 / 3
o21a_1: 3 / 3
or3_1: 3 / 3
a211o_1: 3 / 3
a2bb2oi_1: 3 / 3
xor2_1: 3 / 3
inv_6: 0 / 3
No activity file was given, so power comes from the tool's default toggle rates.
